==> design/flow/design.v <==
`timescale 1ps/1ps
module anode_decoder(
    input logic x,y,z,write,
    output logic AN0,AN1,AN2,AN3,AN4,AN5,AN6,AN7
);
    logic not_x,not_y,not_z;
    assign not_x=~x;
    assign not_y=~y;
    assign not_z=~z;
    assign AN0 = ~(not_x & not_y & not_z);
    assign AN1 = ~(not_x & not_y & z);
    assign AN2 = ~(not_x & y & not_z);
    assign AN3 = ~(not_x & y & z);
    assign AN4 = ~(x & not_y & not_z);
    assign AN5 = ~(x & not_y & z);
    assign AN6 = ~(x & y & not_z);
    assign AN7 = ~(x & y & z);
endmodule
module seven_segment_decoder (
    input logic A,B,C,D,
    output logic seg_A,seg_B,seg_C,seg_D,seg_E,seg_F,seg_G
);
    logic not_A,not_B,not_C,not_D;
    assign not_A=~A;
    assign not_B=~B;
    assign not_C=~C;
    assign not_D=~D;
    assign seg_A = (not_A & not_B & not_C & D) |
                   (not_A & B & not_C & not_D) |
                   (A & not_B & C & D) |
                   (A & B & not_C & D);
    assign seg_B = (B & C & not_D) |
                   (A & B & not_D) |
                   (A & C & D) |
                   (not_A & B & not_C & D);
    assign seg_C = (A & B & not_D) |
                   (A & B & C) |
                   (not_A & not_B & C & not_D);
    assign seg_D = (B & C & D) |
                   (not_A & not_B & not_C & D) |
                   (not_A & B & not_C & not_D) |
                   (A & not_B & C & not_D);
    assign seg_E = (not_A & D) |
                   (not_B & not_C & D) |
                   (not_A & B & not_C);
    assign seg_F = (not_A & not_B & D) |
                   (not_A & not_B & C) |
                   (not_A & C & D) |
                   (A & B & not_C & D);
    assign seg_G = (not_A & not_B & not_C) |
                   (A & B & not_C & not_D) |
                   (not_A & B & C & D);
endmodule
module register_4bit_async (
    input  logic        clk,    
    input  logic        rst,    
    input  logic        en,     
    input  logic [3:0]  d = 4'b0000,      
    output logic [3:0]  q = 4'b0000       
);
    always_ff @(posedge clk or posedge rst) begin
        if (rst)
            q <= 4'b0000;   
        else if (en)
            q <= d;         
    end
endmodule
module mux_8x1 (
    input logic [3:0] in0,[3:0] in1,[3:0] in2,[3:0] in3,[3:0] in4,[3:0] in5,[3:0] in6,[3:0] in7,  
    input logic [2:0] sel,   
    output logic [3:0] out = 4'b0000   
);
    always_comb begin
        case (sel)
            3'b000: out = in0;
            3'b001: out = in1;
            3'b010: out = in2;
            3'b011: out = in3;
            3'b100: out = in4;
            3'b101: out = in5;
            3'b110: out = in6;
            3'b111: out = in7;
            default: out=4'b0000;
        endcase
    end
endmodule
module clk_divider_800Hz (
    input  logic clk,       
    input  logic rst,       
    output logic clk_out    
);
    logic [15:0] counter = 16'd0;   
    logic toggle = 1'b0;            
    always_ff @(posedge clk or posedge rst) begin
        if (rst) begin
            counter <= 16'd0;
            toggle  <= 1'b0;
        end else begin
            if (counter == 62500) begin   
                counter <= 15'd0;
                toggle  <= ~toggle;  
            end else begin
                counter <= counter + 1;
            end
        end
    end
    assign clk_out = toggle;
endmodule
module display_rapid_selector (
    input  logic clk,       
    input  logic rst,       
    output logic [2:0] count  
);
always_ff @(posedge clk or posedge rst) begin
    if (rst)
        count <= 3'b000;   
    else
        count <= count + 1;  
end
endmodule
module top_module (
    input logic top_clk,
    input logic top_rst,
    input logic top_write,
    input logic [2:0]sel,
    input logic[3:0]num=4'b0000,
    output logic seg_A,seg_B,seg_C,seg_D,seg_E,seg_F,seg_G,AN0,AN1,AN2,AN3,AN4,AN5,AN6,AN7
);
    logic x,y,z;
    logic clk,rst,write;
    assign clk = top_clk;
    assign rst = top_rst;
    assign write = top_write;
    logic [3:0]reg0_out;
    logic [3:0]reg1_out;
    logic [3:0]reg2_out;
    logic [3:0]reg3_out;
    logic [3:0]reg4_out;
    logic [3:0]reg5_out;
    logic [3:0]reg6_out;
    logic [3:0]reg7_out;
    logic AN0do,AN1do,AN2do,AN3do,AN4do,AN5do,AN6do,AN7do;
    logic clk_800Hz;
    logic [7:0]en;
    logic [3:0]mux_out;
    logic [2:0]clk_sel;
    clk_divider_800Hz c_d(.clk(clk),.rst(rst),.clk_out(clk_800Hz));
    display_rapid_selector d_r_s(.clk(clk_800Hz),.rst(rst),.count(clk_sel));
    assign {x, y, z} = (write) ? sel : clk_sel;
    anode_decoder a_d(.x(x),.y(y),.z(z),
    .AN0(AN0do),.AN1(AN1do),.AN2(AN2do),.AN3(AN3do),.AN4(AN4do),.AN5(AN5do),.AN6(AN6do),.AN7(AN7do));
    assign en[7:0]=~{AN7do,AN6do,AN5do,AN4do,AN3do,AN2do,AN1do,AN0do};
    register_4bit_async reg0(.clk(clk),.rst(rst),.en(en[0]&write),.d(num),.q(reg0_out)); 
    register_4bit_async reg1(.clk(clk),.rst(rst),.en(en[1]&write),.d(num),.q(reg1_out));
    register_4bit_async reg2(.clk(clk),.rst(rst),.en(en[2]&write),.d(num),.q(reg2_out));
    register_4bit_async reg3(.clk(clk),.rst(rst),.en(en[3]&write),.d(num),.q(reg3_out));
    register_4bit_async reg4(.clk(clk),.rst(rst),.en(en[4]&write),.d(num),.q(reg4_out));
    register_4bit_async reg5(.clk(clk),.rst(rst),.en(en[5]&write),.d(num),.q(reg5_out));
    register_4bit_async reg6(.clk(clk),.rst(rst),.en(en[6]&write),.d(num),.q(reg6_out));
    register_4bit_async reg7(.clk(clk),.rst(rst),.en(en[7]&write),.d(num),.q(reg7_out));
    mux_8x1 MUX(.in0(reg0_out),.in1(reg1_out),.in2(reg2_out),.in3(reg3_out),.in4(reg4_out),.in5(reg5_out),.in6(reg6_out),.in7(reg7_out),.sel({x,y,z}),.out(mux_out));
    seven_segment_decoder s_s_d(.A(mux_out[3]),.B(mux_out[2]),.C(mux_out[1]),.D(mux_out[0]),
    .seg_A(seg_A),.seg_B(seg_B),.seg_C(seg_C),.seg_D(seg_D),.seg_E(seg_E),.seg_F(seg_F),.seg_G(seg_G));
    assign AN0=AN0do;
    assign AN1=AN1do;
    assign AN2=AN2do;
    assign AN3=AN3do;
    assign AN4=AN4do;
    assign AN5=AN5do;
    assign AN6=AN6do;
    assign AN7=AN7do;
endmodule
==> design/flow/run.sh <==
#!/bin/bash
# OpenROAD 26Q1-2900-gdf79404cd8, Yosys 0.63+post, stock flow scripts
make -C /OpenROAD-flow-scripts/flow DESIGN_CONFIG=/design/flow/config.mk WORK_HOME=/design/flow/orfs finish
==> design/flow/config.mk <==
export PLATFORM = sky130hd
export DESIGN_NAME = top_module
export DESIGN_NICKNAME = top_module
export VERILOG_FILES = /design/flow/design.v
export SDC_FILE = /design/flow/constraint.sdc
export NUM_CORES = 4
export LEC_CHECK = 1
export CORE_UTILIZATION = 50
export SYNTH_HDL_FRONTEND = slang
==> design/flow/constraint.sdc <==
current_design top_module

set clk_period 5.7
set clk_io_pct 0.2

create_clock -name clk0 -period $clk_period [get_ports {top_clk}]

set non_clock_inputs [all_inputs -no_clocks]
set_input_delay [expr $clk_period * $clk_io_pct] -clock clk0 $non_clock_inputs
set_output_delay [expr $clk_period * $clk_io_pct] -clock clk0 [all_outputs]
==> impl_metrics.toml <==
# yosys + openroad results
[clock_network]
clk-insertion-delay-late_ps = 290
tritoncts = "built"
cts_buffers = 5
cts-root-buf = "clkbuf_8"
path_clk_slew_ps = 90
cts_resized = 0
clockBufferDepth = 2
post_cts_buffers = 0
hold_buffers = 0
h-tree-depth = 2

[logic_synthesis]
synthCells = 257
logic_family = "multiplexers"
mux_share_pct = 16.8
fa_ha_area_share_pct = 1.33
flop_cell = "dfrtp_1"
synth_cell_type_count = 54
synthXorXnorAreaFrac_pct = 4.65
synth_seq_share_pct = 46.1
synthesis.area_um2 = 2830
top_cells_by_area = "dfrtp_1 (46%), mux2_2 (15%), xnor2_1 (3.1%), nand2_1 (3.1%), nand3_1 (2.8%)"
aoi_share_pct = 11.9
simple_gate_area_share_pct = 16.6
synth_area_per_cell_um2 = 11.0
ys_area_um2 = 2830
synth-edff-count = 0
ys_ff = 52
ys_cells = 257
yosys_warnings = 0
async_flop_share_pct = 100
yosys.area.top_type = "dfrtp_1"
synth_top_area_share_pct = 46.1

[sta]
fin_setup_tns_ps = 0
min_period_ps = 5470
hold_viol = 0
finClkSkew_ps = 2.96
worst_slew_pin_slew_ps = 746
finalClockPeriodUsage_pct = 96.0
untimed_endpoints = 3
finalSetupViolCount = 0
drv_slew = 0
slew_headroom_pct = 49.9
clock.fmax_mhz = 183
fin_hold_ws_ps = 504
unclocked_regs = 3
rsz0062_at_grt = "no"

[global_routing]
grt_pass1_vias = 2110
overflow = 0
grt_pass1_wl_mm = 10.8
grt_antenna_before_repair = 0
grt_start_max_net_pins = 53
grt_usage_pct = 24.6

[job]
warnings = 26
max-cap-violations = 0

[hold_path]
hp-class = "register to register"

[worst_setup_path]
worstPathMaxFanout = 11
worst_setup_path_end_kind = "output pin"
cp-start-kind = "input pin"
cp.arrival_ps = 4330
crit_required_ps = 4560
crit_type = "input pin to output pin"

[floorplanning]
initCoreUtil_pct = 51.6
io_pins = 25
die_h_um = 77.2
num_rows = 27
die_area_um2 = 5960
chipWidth_um = 77.2
core-area_um2 = 5470

[routing]
vias = 2089
wire_per_inst_um = 17.3
drc_errors = 0
insertedDiodeCount = 0
via_per_inst = 5.79
drt_pass1_iterations = 4
drtIter0Drc = 147
drtAntennaViolNets = 0
totalWireLength_mm = 6.26

[run_status]
outcome = "complete, no violations"

[pwr]
leakagePower_nw = 1.40
power_density_nw_per_um2 = 278
ir_drop_mv = 0.184

[layout]
layout_top_cells = "dfrtp_1 (52), mux2_2 (37), clkdlybuf4s50_1 (24), nand2_1 (23), nand3_1 (16)"
fin_cells = 361
syn_to_final_growth_pct = 16.3
drive_above_1_share_pct = 22.8
layout_top_cell = "dfrtp_1"

[placement]
dpl.hpwl_mm = 4.49
dp_cells = 353
gp_congestion = 0.918
io_buffers = 24
==> registers in the layout (all words and copies together) (netlist names) <==
name	flops
c_d.counter	16
reg0.q	4
reg1.q	4
reg2.q	4
reg3.q	4
reg4.q	4
reg5.q	4
reg6.q	4
reg7.q	4
d_r_s.count	3
c_d.clk_out	1
==> cell type report <==
cell class | instances | area [um2]
clock buffers | 7 | 86.3
clock inverters | 1 | 30.0
fillers | 486 | 2190
inverters | 6 | 22.5
multi-input cells | 190 | 1450
flip-flops and latches | 52 | 1300
well taps | 72 | 90.1
repair buffers | 33 | 308
==> metrics by stage <==
step	power [mW]	setup slack (ps)	instance area, um2	util, %
floorplan	0.578	1690	2830	-
global placement	0.666	265	3170	57.9
detailed placement	0.667	294	3170	57.9
CTS	0.921	284	3290	60.0
global route	0.970	46.6	3290	60.0
finish	0.913	228	3290	60.0
==> final timing paths <==
| path | startpoint | endpoint | slack, ps | cells past startpoint |
|---|---|---|---|---|
| min reg2reg | reg3.q[1] | reg3.q[1] | 500 | 1 |
| max in group asynchronous | top_rst | c_d.counter[13] | 3930 | 3 |
| min | reg3.q[1] | reg3.q[1] | 500 | 1 |
| max reg2reg | c_d.counter[8] | c_d.clk_out | 3800 | 4 |
| max | top_write | seg_D | 230 | 10 |
| min in group asynchronous | top_rst | reg3.q[2] | 1330 | 3 |
==> layer usage <==
metal  up-vias  wire [um]  track usage, %  share of wire, %
met5         -          0               0                 0
met4         0         61            2.45              0.98
met3         7        266            3.63               4.3
met2        43       3150            40.4                50
met1      1032       2770            37.6                44
li1       1007          -               -                 -
==> cells in the mapped netlist (2+ instances only) <==
| master | instances |
|---|---|
| o211ai_1 | 3 |
| xnor2_1 | 10 |
| nand4b_1 | 2 |
| o21ai_0 | 10 |
| nor2_2 | 2 |
| and3b_1 | 3 |
| dfrtp_1 | 52 |
| xor2_1 | 5 |
| nor2_1 | 13 |
| clkbuf_1 | 3 |
| nand2_1 | 23 |
| nor3b_1 | 2 |
| a22o_1 | 3 |
| nand4_1 | 5 |
| a221o_1 | 2 |
| mux2i_1 | 3 |
| buf_2 | 4 |
| inv_1 | 5 |
| ha_1 | 3 |
| buf_6 | 2 |
| nor2b_1 | 2 |
| mux2_2 | 37 |
| and3_1 | 5 |
| nor3_1 | 2 |
| or3_1 | 3 |
| nand3_1 | 16 |
| a21oi_1 | 9 |
| o31ai_2 | 2 |
==> cells by family (layout without fill, tap and decap cells) <==
| group | after synthesis | count (layout) |
|---|---|---|
| adder cells (fa/ha/maj) | 3 | 3 |
| buffers and inverters | 15 | 47 |
| AND-OR/OR-AND | 43 | 43 |
| XOR/XNOR | 15 | 15 |
| flip-flops | 52 | 52 |
| multiplexers | 42 | 42 |
| AND/OR/NAND/NOR | 87 | 87 |
==> power breakdown <==
part | switching, mW | internal (mW) | leakage, nW
logic | 0.0998 | 0.130 | 0.685
clock network | 0.111 | 0.143 | 0.0585
registers | 0.0304 | 0.398 | 0.652
==> worst max-delay path, stage by stage <==
cell             delay [ps]
clkdlybuf4s50_1         640
buf_4                   230
mux2_2                  390
nor2_2                  220
a22o_1                  210
o31ai_2                  80
a21oi_1                 600
nand4_1                 180
o211ai_1                150
clkdlybuf4s50_1         480
No activity file was given, so power comes from the tool's default toggle rates.
