### flow/run.sh
#!/bin/bash
# OpenROAD 26Q1-2900-gdf79404cd8, Yosys 0.63+post, stock flow scripts
make -C /OpenROAD-flow-scripts/flow DESIGN_CONFIG=/design/flow/config.mk WORK_HOME=/design/flow/orfs finish
### flow/config.mk
export PLATFORM = sky130hd
export DESIGN_NAME = seven_segment_decoder_behavorial
export DESIGN_NICKNAME = seven_segment_decoder_behavorial
export VERILOG_FILES = /design/flow/design.v
export SDC_FILE = /design/flow/constraint.sdc
export NUM_CORES = 4
export LEC_CHECK = 1
export CORE_AREA = 10 10 70 70
export DIE_AREA = 0 0 80 80
export SYNTH_HDL_FRONTEND = slang
### flow/constraint.sdc
current_design seven_segment_decoder_behavorial

set clk_period 1.4
set clk_io_pct 0.2

create_clock -name clk0 -period $clk_period

set non_clock_inputs [all_inputs -no_clocks]
set_input_delay [expr $clk_period * $clk_io_pct] -clock clk0 $non_clock_inputs
set_output_delay [expr $clk_period * $clk_io_pct] -clock clk0 [all_outputs]
### flow/design.v
`timescale 1ps/1ps
module seven_segment_decoder_behavorial (
    input logic [2:0]sel,
    input logic[3:0]num,
    output logic seg_A,seg_B,seg_C,seg_D,seg_E,seg_F,seg_G,AN0,AN1,AN2,AN3,AN4,AN5,AN6,AN7
);
    logic x,y,z,A,B,C,D;
    logic [7:0]AN;
    logic [6:0]seg;
    assign {AN0,AN1,AN2,AN3,AN4,AN5,AN6,AN7} = AN;
    assign {seg_A, seg_B, seg_C, seg_D, seg_E, seg_F, seg_G} = seg;
    assign x=sel[2];
    assign y=sel[1];
    assign z=sel[0];
    assign not_x=~x;
    assign not_y=~y;
    assign not_z=~z;
    assign A=num[3];
    assign B=num[2];
    assign C=num[1];
    assign D=num[0];
    assign not_A=~A;
    assign not_B=~B;
    assign not_C=~C;   
    assign not_D=~D;
    always_comb begin 
        case ({x,y,z})
            3'b000: AN = 8'b01111111;
            3'b001: AN = 8'b10111111;
            3'b010: AN = 8'b11011111;
            3'b011: AN = 8'b11101111;
            3'b100: AN = 8'b11110111;
            3'b101: AN = 8'b11111011;
            3'b110: AN = 8'b11111101;
            3'b111: AN = 8'b11111110;
        endcase
    end
    always_comb begin 
        case({A,B,C,D})
            4'b0000: seg = 7'b0000001; 
            4'b0001: seg = 7'b1001111; 
            4'b0010: seg = 7'b0010010; 
            4'b0011: seg = 7'b0000110; 
            4'b0100: seg = 7'b1001100; 
            4'b0101: seg = 7'b0100100; 
            4'b0110: seg = 7'b0100000; 
            4'b0111: seg = 7'b0001111; 
            4'b1000: seg = 7'b0000000; 
            4'b1001: seg = 7'b0000100; 
            4'b1010: seg = 7'b0001000; 
            4'b1011: seg = 7'b1100000; 
            4'b1100: seg = 7'b0110001; 
            4'b1101: seg = 7'b1000010; 
            4'b1110: seg = 7'b0110000; 
            4'b1111: seg = 7'b0111000; 
        endcase
    end
endmodule
==> flow_summary.yaml <==
# synthesis and place-and-route metrics
job:
  warning_count: 40
  cap_violations: 0
sta:
  tightest_slew_ns: 0.173
  layout_setup_ws_ns: -0.143
  timing.final.crit_share_pct: 110
  finalMaxSlewViolations: 0
  finalHoldViolations: 0
  rsz0062_at_grt: "true"
  hold_ws_ns: 0.846
  max_slew_margin_pct: 88.1
  setup_viol: 4
  min_period_ns: 1.54
  fmax_mhz: 648
routing:
  routedWlPerCell_um: 11.4
  vias: 451
  drc: 0
  ant_nets: 0
  drt_iter0_drc: 6
  viasPerCell: 3.52
  routed_wl_mm: 1.45
  num_antenna_cells: 0
  first_pass_iters: 3
global_route:
  grt_usage_pct: 4.09
  grt_pass1_wl_mm: 2.23
  grt_pass1_vias: 439
  grt_max_degree: 7
  antenna_found_initial: 0
  grt_overflow: 0
pwr:
  combPwrFrac_pct: 100.0
  sequentialPowerShare_pct: 0
  total_power_uw: 220
  sw_frac_of_total_pct: 39.7
  ir_drop_uv: 48.9
  p_switching_uw: 87.2
  p_leak_uw: 0.000359
  internal_power_uw: 132
  pwr-share-clk_pct: 0
  power.density_mw_per_mm2: 260
worst_setup_path:
  startpoint_type: "input port"
  path_buffers: 4
  criticalPathCategory: "input port to output pin"
  cp_top_family: "multiplexers"
  critPathSlowestCell: "mux4_2"
  crit_path_end_kind: "output pin"
  critPathMaxStageDelay_ns: 0.44
  crit_required_ns: 1.12
  arrival_ns: 1.26
  worstPathCellList: "buf_12, inv_8, ha_4, inv_2, mux4_2, buf_2"
  worstPathMaxFanout: 4
die:
  io_pins: 22
  die_w_um: 80
  core_area_sq_mm: 0.00342
  rows: 21
  fp-utilization_pct: 10.0
  fp.dieH_um: 80
  chip_area_sq_mm: 0.00640
placement:
  portBuffers: 22
  dpl-instance-area_sq_um: 709
  gp_congestion: 0.824
  dp.cells: 122
  dp_hpwl_mm: 1.02
cells_and_area:
  stdcell_count: 128
  seq_area_sq_um: 0
  final_cell_area_sq_um: 845
  drive_above_1_share_pct: 64.6
  postLayoutCoreUtil_pct: 24.7
  nClkBuffers: 0
  syn_to_final_growth_pct: 146
  flops: 0
outcome:
  outcome: "complete, but fails checks"
  violations: "negative setup slack"
logic_synthesis:
  ys_chip_area_sq_um: 343
  top_cells_by_count: "ha_1, nor2_1, mux2i_1, inv_1, nand3b_1"
  synth_area_sq_um: 343
  ys_cells: 42
  ys_warn_count: 0
  synth.top_cell.area_share_pct: 25.5
  yosys.area.top_type: "ha_1"
  avgSynthCellArea_sq_um: 8.16
  area_leaders: "ha_1, mux2i_1, mux4_1"
  ys_seq_share_pct: 0
  postSynthCellCount: 42
  synth.distinct_cells: 20
min_path:
  holdPathEnd: "AN1"
  hold_path_class: "input port to output pin"
  hold_start: "sel[2]"
  holdPathStages: 3
==> metrics by stage <==
step | setup TNS, ns | setup slack, ns
after floorplan | 0 | 0.0543
after global placement | -9.32 | -0.963
after detailed placement | -9.55 | -0.986
after CTS | -0.383 | -0.146
after global routing | -0.497 | -0.176
final | -0.345 | -0.143
==> cells in the final DEF, fill, tap and decap left out, types with 2 or more instances in the layout <==
cell type	n
nand3b_1	3
ha_4	5
buf_2	11
clkdlybuf4s15_2	2
nor2_1	6
buf_6	9
mux2i_1	4
buf_4	10
dlygate4sd2_1	7
or3b_2	2
inv_8	2
==> layout make-up <==
cell class | instances | area, sq um
multi-input combinational | 37 | 403
inverter | 3 | 26.3
timing repair buffer | 42 | 358
fill | 366 | 2570
tap | 46 | 57.6
==> logic make-up after synthesis <==
group                      Yosys count  synth area share, %
and+or+nand+nor                     18                 32.1
adders and majority gates            7                 25.5
AOI/OAI and AO/OA                    6                 12.0
muxes                                6                 22.3
buffers and inverters                5                 8.03
==> what timing repair did <==
item / in CTS / in global routing
cloned: 1 / 0
hold buffers: 0 / 0
gates resized: 86 / 14
setup endpoints to repair: 15 / 8
buffers inserted: 5 / 0
pin swaps: 6 / 4
==> power groups by stage <==
stage | clock network [uW] | registers (uW) | logic, uW
finish | 0 | 0 | 220
global route | 0 | 0 | 236
CTS | 0 | 0 | 200
==> metal layers <==
metal / vias to the layer above / part of all wire [%] / GRT usage (%)
li1: 230 / - / -
met1: 214 / 44 / 5.16
met2: 7 / 54 / 7.70
met3: 0 / 2.5 / 0.341
met4: 0 / 0 / 0
met5: - / 0 / 0
==> worst max-delay path by stage <==
| stage | slack [ns] | from | depth (start not counted) | end |
|---|---|---|---|---|
| after CTS | -0.15 | num[0] | 6 | seg_D |
| after global routing | -0.18 | num[0] | 6 | seg_D |
| final | -0.14 | num[0] | 6 | seg_D |
Power figures rest on the tool's default switching activity, not on a simulated workload.
