<file path="/design/flow/design.v">
`timescale 1ns / 1ps
module alu(
    input  logic [31:0] a, 
    input  logic [31:0] b, 
    input  logic [3:0]  op_code, 
    output logic O, C, Z, N, 
    output logic [31:0] y);
always_comb
begin
    C = (a[31] & b[31]) | ((a[31] | b[31]) & ~y[31]);  
    O = ~(a[31] ^ b[31]) & (y[31] ^ b[31]);  
    Z = (y == 0);  
    N = y[31];  
    case (op_code)
        4'b0000:begin
            y = a + b;
        end
        4'b0001:begin 
            y=a-b;
        end
        4'b0010:begin
        y=a+1;
        if (Z) begin
            C = 1;  
        end
        else begin
            C = 0;  
        end
        end
        4'b0011:begin y=0; C=0; O=0;end  
        4'b0100:begin y=a&b; C=0; O=0;end  
        4'b0101:begin y=~a; C=0; O=0;end  
        4'b0110:begin y=a^b; C=0; O=0;end  
        4'b0111:begin y=a|b; C=0; O=0;end  
        default:begin  y=0; C=0; O=0;end  
    endcase
end
endmodule
</file>
<file path="/design/flow/run.sh">
#!/bin/bash
# OpenROAD 26Q1-2900-gdf79404cd8, Yosys 0.63+post, stock flow scripts
make -C /OpenROAD-flow-scripts/flow DESIGN_CONFIG=/design/flow/config.mk WORK_HOME=/design/flow/orfs finish
</file>
<file path="/design/flow/config.mk">
export PLATFORM = sky130hd
export DESIGN_NAME = alu
export DESIGN_NICKNAME = alu
export VERILOG_FILES = /design/flow/design.v
export SDC_FILE = /design/flow/constraint.sdc
export NUM_CORES = 4
export LEC_CHECK = 1
export CORE_UTILIZATION = 50
export SYNTH_HDL_FRONTEND = slang
</file>
<file path="/design/flow/constraint.sdc">
current_design alu

set clk_period 25.9
set clk_io_pct 0.2

create_clock -name clk0 -period $clk_period

set non_clock_inputs [all_inputs -no_clocks]
set_input_delay [expr $clk_period * $clk_io_pct] -clock clk0 $non_clock_inputs
set_output_delay [expr $clk_period * $clk_io_pct] -clock clk0 [all_outputs]
</file>
==> flow_summary.yaml <==
# synthesis and place-and-route metrics
outcome:
  run_status: "finished, final reports clean"
power:
  power.density_cell_area_mw_per_mm2: 22.0
  cellLeakagePower_nw: 2.83
  peakVddDrop_uv: 11.0
global_routing:
  grt_pass1_wl_mm: 29.2
  grt_start_max_net_pins: 72
  antenna_violations_before_repair: 0
  globalRouteTotalUtil: 0.337
  grt_pass1_vias: 5696
  grt_remaining_overflow: 0
logic_synthesis:
  synthTopCellsByCount: "102 x ha_1, 91 x inv_1, 77 x nor2_1"
  post_synth_inst_count: 797
  post-synth-top-area-cell: "ha_1"
  synth.distinct_cells: 77
  synthTopCellsByArea: "ha_1 24%, inv_1 6.3%, a21oi_1 5.9%"
  synthDominantCellAreaShare: 0.236
  synth.avg_cell_area_sq_um: 6.80
  syn-cell-area_sq_mm: 0.00542
  yosysWarningCount: 0
  yosys_area_sq_mm: 0.00542
  ys_cells: 797
  top_cell: "ha_1"
  ys_seq_share: 0
setup_path:
  worst_path_largest_cell_delay_ns: 0.60
  timing.critical_path.required_ns: 20.72
  crit_buf_inv: 2
  worst_path_dominant_cell_family: "simple AND/OR/NAND/NOR gates"
  critical_path_cell_count: 17
  path_cells: "clkdlybuf4s50_1, nor3_1, and2_1, o21ai_0, xnor2_1, nor2_1, ha_1, a21oi_1, o21ai_0, or3_1, a31o_1, or4_1, nor4_1, nand4_1, nor4b_2, a221o_1, clkdlybuf4s50_1"
  critical_path_peak_fanout: 13
  crit_path_end_kind: "primary output"
  critPathSlowestCell: "or4_1"
  critPathKind: "in -> out"
  cp_data_arrival_time_ns: 11.17
  critical_path.startpoint_type: "input port"
route:
  antenna_violating_nets_post_route: 0
  post_drt_wl_per_cell_microns: 18.6
  vias: 6234
  drt-vias-per-instance: 6.24
  detailedRoute.firstIterationViolations: 433
  antenna_cells: 0
  wl_mm: 18.5
  drc: 0
  drt_pass1_iterations: 5
hold_path:
  worst_hold_path.endpoint: "y[0]"
  timing.hold.worst.class: "in -> out"
  hold_start: "op_code[0]"
  hold_path_depth: 4
cells_and_area:
  seq_cells: 0
  drive_gt1_frac: 0.0521
  clkbuf_count: 0
  ff_latch_area_sq_um: 0
  layout-area-overhead-vs-synth_pct: 19.4
  share_of_the_core_filled_with_cells: 0.621
final_timing:
  finalHoldViolations: 0
  slew_violations: 0
  post-route-period-util: 0.631
  maxClockFrequency_mhz: 61.2
  max_slew.worst_pin.slew_ns: 0.755
  maxSlewHeadroom: 0.495
  grt_setup_unrepaired: "false"
  final-setup-viol-count: 0
  setup_total_negative_slack_ns: 0
  period_minus_slack_ns: 16.35
floorplan:
  design.core.area_sq_mm: 0.0104
  die.size.y_microns: 106
  boundaryPins: 104
  placement_rows: 37
  floorplan.die.width_microns: 106
  chip_area_sq_mm: 0.0113
  initial_utilization: 0.520
job:
  number_of_max_cap_violations: 0
  warnings: 71
cts:
  postCtsSetupRepairBufs: 0
  post_cts.resized_instances: 0
  ctsHoldBuffers: 0
placement:
  routability_congestion: 1.01
  placement.io_buffers: 104
  detailed_place_hpwl_mm: 15.2
-- how the worst max path moves through the flow --
stage | startpoint | end | slack [ns]
global route | op_code[3] | C | 9.10
CTS | op_code[3] | C | 9.64
finish | op_code[3] | C | 9.55
-- cells in the final DEF, fill, tap and decap left out, types with 5 or more instances in the layout --
master and instances:
a211o_1 6, a211oi_1 14, a21o_1 11, a21oi_1 64, a31o_2 7, a31oi_1 11
and2_1 5, and3_1 9, buf_4 7, clkdlybuf4s50_1 102, ha_1 102, inv_1 91
mux4_2 13, nand2_1 64, nand2b_1 8, nand3_1 14, nand4_1 16, nor2_1 77
nor2b_1 7, nor3_1 17, nor4_1 6, o211ai_1 12, o21a_1 8, o21ai_0 45
o21ai_1 5, o22ai_1 7, o31ai_1 5, o32ai_1 6, or3_1 15, xnor2_1 31
-- metal layers --
layer | global-route usage | wire length, microns | up-vias
li1 | - | - | 3037
met1 | 0.411 | 7230 | 2843
met2 | 0.581 | 8950 | 279
met3 | 0.0181 | 1040 | 75
met4 | 0.208 | 1320 | 0
met5 | 0 | 0 | -
-- through the flow --
step                      setup slack [ns]  instance area [sq um]  hold WS, ns  total power, mW  std cells
after floorplan                      11.23                   5420        10.42           0.0877        797
final                                 9.55                   6470        11.34            0.142        999
after global routing                  9.10                   6470        11.44            0.156        999
after detailed placement              9.65                   6470        11.34            0.140        999
after global placement                9.68                   6470        11.31            0.140        999
after CTS                             9.64                   6470        11.33            0.141        999
-- report_power, final --
part           total, mW  switching [mW]  internal [mW]
clock network          0               0              0
logic              0.142          0.0787         0.0635
registers              0               0              0
total              0.142          0.0787         0.0635
-- layout make-up --
| cell class | count | area, sq um |
|---|---|---|
| fillers | 960 | 3950 |
| inverters | 91 | 342 |
| multi-input cells | 661 | 4880 |
| well taps | 136 | 170 |
| repair buffers | 111 | 1080 |
-- cell families after synthesis --
logic type / after synthesis / share of synthesized area
and+or+nand+nor: 258 / 0.233
adders and majority gates: 103 / 0.239
xor gates and xnor gates: 34 / 0.0550
AOI/OAI and AO/OA: 248 / 0.307
buffers and inverters: 136 / 0.102
muxes: 18 / 0.0635
Power figures rest on the tool's default switching activity, not on a simulated workload.
